### ./config.mk
export PLATFORM = sky130hd
export DESIGN_NAME = top_module
export DESIGN_NICKNAME = top_module
export VERILOG_FILES = /design/flow/design.v
export SDC_FILE = /design/flow/constraint.sdc
export NUM_CORES = 4
export LEC_CHECK = 1
export CORE_AREA = 10 10 449 449
export DIE_AREA = 0 0 459 459
### ./run.sh
#!/bin/bash
# OpenROAD 26Q1-2900-gdf79404cd8, Yosys 0.63+post, stock flow scripts
make -C /OpenROAD-flow-scripts/flow DESIGN_CONFIG=/design/flow/config.mk WORK_HOME=/design/flow/orfs finish
### ./constraint.sdc
current_design top_module

set clk_period 1.1
set clk_io_pct 0.2

create_clock -name clk0 -period $clk_period [get_ports {clk}]

set non_clock_inputs [all_inputs -no_clocks]
set_input_delay [expr $clk_period * $clk_io_pct] -clock clk0 $non_clock_inputs
set_output_delay [expr $clk_period * $clk_io_pct] -clock clk0 [all_outputs]
### ./design.v
module top_module(
    input clk,
    input load,
    input [511:0] data,
    output [511:0] q ); 
    always @(posedge clk) begin
        if (load) q <= data;
      else q <= q[511:1] ^ {q[510:0], 1'b0};
    end
endmodule
==> results.tsv <==
metric	value	unit
Power Dens Cells	2097	nW/um^2
DR DRC count	0	
Sum Neg Setup Slack	-123940	ps
Post-Route M1 WL	61640	microns
initial antenna violation count	80	
TritonCTS clock tree	done	
number of cells in Yosys stat	2158	
CTS Buffer Depth	3	
Distinct cells, synth	11	
area leader, netlist	dfxtp_1	
Tool Warnings	27	
setup ws final	-383.9	ps
die height	459	microns
DR WL met2	81500	microns
max layer used	met5	
leakage	17.00	nW
RD Place Congestion	1.044	
Congestion Overflow GR	0	
clk ins delay skew pair	670	ps
CP peak stage delay	350	ps
CP Max Fanout	2	
number of global-route vias before repair	22940	
DRT antenna net count	0	
CP max-delay cell	dfxtp_4	
layout cell share with drive strength beyond 1	49.52	%
Seq share, synth	50.13	%
Most flops, register	q	
clock root buffer	clkbuf_16	
met3 WL	21140	microns
Synth top area share	50.13	%
Worst-path clk slew	60	ps
top area cells in the synthesized netlist	dfxtp_1 50%, xnor2_1 22%, o21ai_0 10%	
total number of vias	22010	
Detailed Route WL	168800	microns
Ports	1026	
Largest regs	q: 512 flops	
Setup crit start kind	flop	
row count	161	
max reg flops	512	
failing checks	negative setup slack	
status	finished with violations	
initial DRC count	1114	
RSZ-0062 raised after global routing	yes	
Worst Skew	40.46	ps
Avg Synthesized Cell Area	9.474	sq um
Syn-to-layout area delta	106.0	%
crit path cell chain	buf_6, buf_12	
Final Cycle Share	134.9	%
drt wl/cell	26.22	microns
post-layout util	21.91	%
Total GRT Usage	15.59	%
initial core utilization	10.64	%
kind of critical path	reg -> out	
largest net degree at the start of global routing	54	
cts bufs inserted	70	
final tally of hold violations	0	
Slew Viols, Final	0	
MI comb area	9320	sq um
worst min path class	in -> reg	
sequential cell area	11290	sq um
maximum vdd ir drop	1.274	mV
max cap viols	0	
CTS Sinks	512	
synthesized flop and latch total	512	
Mapped Cells	2158	
min cycle time layout	1484	ps
yosys warns	3	
fill cell count	20780	
R2R setup slack	-50	ps
Die Wd	459	microns
relative slew slack	67.73	%
dpl hpwl	145000	microns
Die Area	210700	sq um
WP data arrival	1260	ps
top achievable clock speed	673.9	MHz
IO buf count	1025	
first-pass GRT wire length	217000	microns
Syn Std Cell Area	20440	sq um
WP data required	880	ps
CP Capture Type	primary output	
yosys stat area	20440	sq um
drt via density	3.419	
Core Footprint	192200	sq um
drt pass-1 iters	5	
H-tree depth	3	
final count of negative-setup-slack endpoints	516	
Slew @ Worst Pin	480.6	ps
[placed cells by master (no fill, tap or decap)]
cell type	count
clkbuf_1	11
nand2_1	510
clkinv_2	8
buf_8	3
mux2_4	2
dlymetal6s4s_1	1
clkinv_4	1
bufinv_16	8
clkinv_8	2
clkbuf_8	16
inv_6	3
dfxtp_4	159
diode_2	20
inv_16	1
o21ai_2	89
dfxtp_2	353
dlygate4sd3_1	3
clkinv_16	1
clkinvlp_4	5
xnor2_2	3
buf_4	662
xnor2_1	507
clkdlybuf4s50_1	512
o21ai_0	405
o21ai_1	16
buf_12	90
clkbuf_16	71
buf_2	199
buf_6	252
[cell type report]
type / count / area share (%)
antenna: 20 / 0.1188
clock buffer: 97 / 4.781
clock inverter: 29 / 1.034
multi-input combinational: 1532 / 22.13
sequential: 512 / 26.81
tap: 2526 / 7.505
timing repair buffer: 1723 / 37.62
[path summary, 6_finish.rpt]
path / startpoint / endpoint / cells past startpoint
worst max-delay path: q[138] / q[138] / 2
worst min-delay path: load / q[156] / 4
worst max register to register: q[138] / q[139] / 3
worst min register to register: q[135] / q[136] / 2
[per-stage QoR]
stage	total power [W]	cells	area (sq um)	worst slack, ps	hold WS, ps
after floorplan	0.03576	2158	20440	93.52	328.6
after global placement	0.06242	6153	38250	-279.1	532.9
after detailed placement	0.06222	6153	38250	-276.9	560.3
after CTS	0.08917	6411	41710	-482.0	3.079
after global routing	0.09308	6431	42090	-466.4	46.82
final	0.08829	6439	42110	-383.9	72.03
[cell families (layout without fill, tap and decap cells)]
family          after synthesis  in the layout  synth area share [%]
flops                       512            512                 50.13
buf+inv                     114           1849                 4.388
simple gates                510            510                 9.364
compound gates              510            510                 14.12
xor+xnor                    510            510                 21.85
other cells                   0             20                     0
mux                           2              2                0.1469
[repair_timing]
item,CTS,global route
pin swaps,0,1
gates cloned,0,1
setup buffers,147,15
setup endpoints to repair,519,599
endpoints found under the hold margin,6,0
hold buffers,4,0
resized,2318,70
[synthesized netlist by cell type, drive strengths merged]
library cell	number
o21ai	510
dfxtp	512
mux2	2
clkbuf	41
nand2	510
buf	73
xnor2	510
[where the power goes]
group          switching [W]  total (W)  internal [W]
logic                 0.0138     0.0349        0.0212
registers            0.00462     0.0289        0.0243
clock network        0.00967     0.0244        0.0148
[critical path: cells and delay by family (launching register included)]
kind                   cells  cell delay, ps
DFF                        1             350
buffers and inverters      2             240
[per-layer routing]
metal / vias to the layer above / track usage, %
met4: 10 / 3.504
met2: 1072 / 26.46
li1: 10430 / -
met5: - / 0
met1: 10270 / 17.09
met3: 233 / 8.427
Power figures rest on the tool's default switching activity, not on a simulated workload.
